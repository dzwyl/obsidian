==> design.v <==
`timescale 1ns / 1ps
module ALU #(
    parameter REGISTER_LEN  =   10
)
(
    input [2:0] op,
    input [3:0] cal_value,
    input [REGISTER_LEN-1:0]    A,
    input [REGISTER_LEN-1:0]    B,
    output reg [REGISTER_LEN-1:0]    R
    );
always @(*) begin
    case(op)
    3'b000:R <= A;
    3'b001:R <= A<B?1:0;
    3'b010:R <= A+cal_value;
    3'b011:R <= A-cal_value;
    3'b100:R <= A+B;
    3'b101:R <= A-B;
    3'b110:R <= A&B;
    3'b111:R <= A|B;
    default:R <= A;        
    endcase
end
endmodule
`timescale 1ns / 1ps
module calpart#(
    parameter   REGISTER_LEN = 10
)
(
    input                           clock   ,
    input                           IE      ,
    input                           ZE      ,
    input                           OE      ,
    output reg                      Q =0    ,
    output reg  [REGISTER_LEN-1:0]  dataout ,
    input [REGISTER_LEN-1:0]        datain  ,
    input                           WE      ,
    input [1:0]                     WA      ,
    input                           RAE     ,
    input [1:0]                     RAA     ,
    input                           RBE     ,
    input [1:0]                     RBA     ,
    input [2:0]                     op      ,
    input [3:0]                    cal_value
    );
wire [REGISTER_LEN - 1:0] RFIN;
wire [REGISTER_LEN - 1:0] A;
wire [REGISTER_LEN - 1:0] B;
wire [REGISTER_LEN - 1:0] R;
assign RFIN = IE ? datain : R[REGISTER_LEN - 1:0];
    regfile regfile_inst(
        .clock(clock),
        .RFIN (RFIN),
        .WE   (WE),
        .WA   (WA),
        .RAE  (RAE),
        .RAA  (RAA),
        .RBE  (RBE),
        .RBA  (RBA),
        .A    (A),
        .B    (B)
    );
    ALU ALU_inst(
        .cal_value  (cal_value),
        .op         (op),      
        .A          (A),       
        .B          (B),        
        .R          (R)
    );  
always  @(posedge clock)
    begin
        if(ZE)
        Q   <=  R==0;
    end
always  @(*)
    begin
        if(OE)
        dataout <=  R;
    end
endmodule
`timescale 1ns / 1ps
module regfile #(
    parameter REGISTER_LEN =   10
)
(
    input                       clock,
    input   [REGISTER_LEN-1:0] RFIN,
    input                       WE,
    input   [1:0]               WA,
    input                       RAE,
    input   [1:0]               RAA,
    input                       RBE,
    input   [1:0]               RBA,
    output reg [REGISTER_LEN-1:0]  A,
    output reg [REGISTER_LEN-1:0]  B
    );
reg [REGISTER_LEN-1:0] register    [3:0];
always @(posedge clock) begin
    if(RAE)
    A   <=  register[RAA];
end
always @(posedge clock) begin
    if(RBE)
    B   <=  register[RBA];
end
always @(posedge clock) begin
    if(WE)
    register[WA]   <=  RFIN;
end
endmodule
==> run.sh <==
#!/bin/bash
# OpenROAD 26Q1-2900-gdf79404cd8, Yosys 0.63+post, stock flow scripts
make -C /OpenROAD-flow-scripts/flow DESIGN_CONFIG=/design/flow/config.mk WORK_HOME=/design/flow/orfs finish
==> config.mk <==
export PLATFORM = sky130hd
export DESIGN_NAME = calpart
export DESIGN_NICKNAME = calpart
export VERILOG_FILES = /design/flow/design.v
export SDC_FILE = /design/flow/constraint.sdc
export NUM_CORES = 4
export LEC_CHECK = 1
export CORE_UTILIZATION = 30
==> constraint.sdc <==
current_design calpart

set clk_period 9.1
set clk_io_pct 0.2

create_clock -name clk0 -period $clk_period [get_ports {clock}]

set non_clock_inputs [all_inputs -no_clocks]
set_input_delay [expr $clk_period * $clk_io_pct] -clock clk0 $non_clock_inputs
set_output_delay [expr $clk_period * $clk_io_pct] -clock clk0 [all_outputs]
==> flow_summary.toml <==
# flow metrics
[outcome]
status = "complete, no violations"

[floorplan]
die_h_um = 125
floorplanUtilization_pct = 31.1
dieArea_um2 = 15700
die_x_um = 125
pin_count = 41
rows = 44
core_um2 = 14700

[timing]
final_max_slew_viol_count = 0
timing.hold.ws_ns = 0.653
setup_violations = 0
postLayoutSetupSlackWorst_ns = 3.04
period_used_pct = 66.6
untimed_endpoints = 20
fin_crit_ns = 6.06
hold_viol = 0
rsz0062_at_grt = "no"
relSlewSlack_pct = 46.3
fmax_mhz = 165
tightest_slew_ns = 0.803
unclocked_regs = 10
skew_ns = 0.00627
setup_tns_ns = 0

[cts]
clock_latency_ns = 0.32
ctsResizeCount = 0
cts_hold_buf = 0
clkTransAtPathRegs_ns = 0.05
h-tree-depth = 3
cts_buffers = 9
clock_path_buffers = 2
cts_tree = "built"
cts_setup_buffers = 0
root_buffer = "clkbuf_16"

[power]
power_density_nw_per_um2 = 154
irDropWorstVdd_mv = 0.146
p_leak_nw = 2.07
total_power_w = 0.000833

[place]
dp_hpwl_um = 8320
post-place-ws_ns = 2.80
gp_congestion = 0.930
portBuffers = 40

[route]
via_per_inst = 5.14
antenna_cells = 0
post-route-drc-count = 0
wl_per_cell_um = 17.0
dr.pass1.iters = 6
drtIter0Drc = 195
routed_wl_um = 10700
vias = 3219
postRouteAntennaNets = 0

[yosys]
synth_cell_types = 62
netlist_instances = 398
top_area_cell = "edfxtp_1"
yosys-stat-area_um2 = 4570
synth_top_cell_by_count = "edfxtp_1"
ys_cells = 398
yosys_warnings = 3
ys.flop_type = "edfxtp_1"
topCellsByArea = "edfxtp_1 40%, ha_1 12%, mux4_2 9.9%"
top_cells_by_count = "61 x edfxtp_1, 42 x ha_1, 33 x inv_1"
top_area_share_pct = 40.1
ys.flops = 71
synthesis.area_um2 = 4570
synthArstFlopShare_pct = 0
edf_count = 61
syn_avg_cell_area_um2 = 11.5

[worst_setup_path]
critPathTopFamily = "AND-OR/OR-AND gates"
cp.arrival_ns = 6.12
max_stage_delay_ns = 0.99
cpMostUsedCell = "nand2_1"
cp_slowest_cell = "clkdlybuf4s50_1"
path_cells = "clkdlybuf4s50_1 > nor2b_1 > nand2_1 > nand2_1 > a2bb2oi_1 > o21ai_0 > fa_1 > a32o_1 > o21bai_2 > a21oi_1 > o311ai_1 > nand3_1 > mux2_2"
critPathLaunchType = "input port"
cp_num_buf_inv = 1
cp_max_fo = 24
cp.required_ns = 9.16
path_class = "in -> reg"
worst_setup_path_end_kind = "flip-flop"

[run]
cap_violations = 0
tool_warnings = 46

[finish]
area_delta_synth_final_pct = 18.4
drive_gt1_share_pct = 11.1
final_core_util_pct = 36.8

[global_route]
grt_max_degree = 33
antenna_found_initial = 0
grt_use_total_pct = 14.5
grt_pass1_wl_um = 17000
grt_pass1_vias = 3203
overflow = 0

[worst_hold_path]
holdCritPathClass = "reg -> reg"
[state kept, by name, indices dropped and copies added, names as in the netlist]
| name | count |
|---|---|
| regfile_inst.register | 40 |
| dataout | 10 |
| regfile_inst.A | 10 |
| regfile_inst.B | 10 |
| Q | 1 |
[final timing paths]
path,cells past startpoint,slack (ns),start,end
min,1,0.65,regfile_inst.register[2][0],regfile_inst.B[0]
min reg2reg,1,0.65,regfile_inst.register[2][0],regfile_inst.B[0]
max reg2reg,10,5.93,regfile_inst.B[0],regfile_inst.register[3][6]
max,13,3.04,op[1],regfile_inst.register[3][6]
[power breakdown]
| part | internal, W | switching (W) |
|---|---|---|
| Clock | 0.000178 | 0.0000991 |
| Sequential | 0.000341 | 0.0000137 |
| Combinational | 0.0000933 | 0.000107 |
| Total | 0.000612 | 0.000220 |
[metal layers]
layer / vias up / global-route usage [%] / wire [µm] / share of wire [%]
met4: 0 / 3.44 / 300 / 2.8
met2: 120 / 22.3 / 4820 / 45
li1: 1575 / - / - / -
met1: 1502 / 20.8 / 4790 / 45
met5: - / 0 / 0 / 0
met3: 22 / 4.45 / 754 / 7.1
[cell usage in the layout, fill, tap and decap left out, types with 6 or more instances in the layout]
master,count
clkbuf_16,9
nor2_1,29
xnor2_1,9
nor3_1,7
dlxtp_1,10
ha_1,42
inv_1,33
a21oi_1,18
clkdlybuf4s50_1,40
o21ai_0,14
nand2b_1,6
edfxtp_1,61
nand2_1,24
mux4_2,20
mux2_2,8
[cell families after synthesis]
| kind of cell | Yosys count | synth area share [%] |
|---|---|---|
| multiplexers | 33 | 13.0 |
| flip-flops | 61 | 40.1 |
| adder cells (fa/ha/maj) | 44 | 12.4 |
| latches | 10 | 3.29 |
| buffers and inverters | 48 | 4.19 |
| AND-OR/OR-AND | 88 | 13.4 |
| XOR/XNOR | 11 | 2.11 |
| AND/OR/NAND/NOR | 103 | 11.5 |
[final cells by class]
type,instances,area (µm²)
Fill cell,1388,9290
Multi-Input combinational cell,279,2390
Clock buffer,11,233
Sequential cell,71,1980
Tap cell,184,230
Inverter,33,124
Timing Repair Buffer,44,430
Clock inverter,4,16.3
[worst register-to-register path, stage by stage (launching register included)]
cell      delay, ns
edfxtp_1       0.48
nand2_1        0.09
o21ai_0        0.08
ha_1           0.23
fa_1           0.40
a32o_1         0.31
o21bai_2       0.19
a21oi_1        0.09
o311ai_1       0.37
nand3_1        0.29
mux2_2         0.37
[through the flow]
step / std cells / cell area (µm²)
after floorplan: 398 / 4570
after global placement: 611 / 5160
after detailed placement: 611 / 5160
after CTS: 626 / 5410
after global routing: 626 / 5410
final: 626 / 5410
